File: flow/constraint.sdc
current_design keyboardDriver

set clk_period 5.5
set clk_io_pct 0.2

create_clock -name clk0 -period $clk_period [get_ports {clk}]

set non_clock_inputs [all_inputs -no_clocks]
set_input_delay [expr $clk_period * $clk_io_pct] -clock clk0 $non_clock_inputs
set_output_delay [expr $clk_period * $clk_io_pct] -clock clk0 [all_outputs]
File: flow/config.mk
export PLATFORM = sky130hd
export DESIGN_NAME = keyboardDriver
export DESIGN_NICKNAME = keyboardDriver
export VERILOG_FILES = /design/flow/design.v
export SDC_FILE = /design/flow/constraint.sdc
export NUM_CORES = 4
export LEC_CHECK = 1
export CORE_UTILIZATION = 30
File: flow/design.v
module keyboardDriver (
	input clk, 
	input [3:0] col,
	output reg [3:0] row, 
	output reg [7:0] keyCode
);
reg [1:0]state=2'b00;
reg [1:0]nextState=2'b00;
integer i;
integer cnt=0;
integer DELAY = 10;
integer ticks = 0;
reg [7:0] buff = 8'b00000000;
always@(posedge clk) begin
	if (ticks == DELAY)begin
    state <= nextState;
	 ticks = 0;
	end
	else begin
		ticks = ticks + 1;
	end
end
always@(posedge clk) begin
	case (state)
		2'b00: row <= 4'b1110;
		2'b01: row <= 4'b1101;
		2'b10: row <= 4'b1011;
		2'b11: row <= 4'b0111;
		default: row <= 4'b1110;
	endcase
	 cnt = 0;
	 buff <= {~row[0],~row[1],~row[2],~row[3], ~col[0],~col[1],~col[2],~col[3]};
	 for (i = 0;i<8;i = i+1)begin
		if (buff[i])begin
			cnt = cnt+1;
		end
	 end
	 if (~col != 4'b0000 && cnt == 2)begin
		 keyCode <= {~row[0],~row[1],~row[2],~row[3], ~col[0],~col[1],~col[2],~col[3]};
	 end
end
always @(posedge clk) begin
        case (state)
            2'b00: nextState <= 2'b01;
            2'b01: nextState <= 2'b10;
            2'b10: nextState <= 2'b11;
            2'b11: nextState <= 2'b00;
            default: nextState <= 2'b00;
        endcase
end
endmodule
File: flow/run.sh
#!/bin/bash
# OpenROAD 26Q1-2900-gdf79404cd8, Yosys 0.63+post, stock flow scripts
make -C /OpenROAD-flow-scripts/flow DESIGN_CONFIG=/design/flow/config.mk WORK_HOME=/design/flow/orfs finish
==> results.yml <==
# flow metrics
worst_hold_path:
  holdCritStartpoint: "nextState[1]"
  hold_depth: 0
  min_path_type: "reg -> reg"
synthesis:
  ys_sh_simple_pct: 19.9
  syn-cell-area_mm2: 0.00262
  synth_cell_types: 48
  ys_warn_count: 1
  ys_cells: 265
  synth_area_per_cell_um2: 9.90
  edf_count: 10
  yosys.area.top_type: "dfxtp_1"
  fa_ha_area_share_pct: 6.68
  synth-main-ff-cell: "dfxtp_1"
  synthArstFlopShare_pct: 0
  ys_area_mm2: 0.00262
  synth_xor_xnor_area_share_pct: 15.5
  yosys.area.top_type_share_pct: 35.1
  yosysSeqAreaShare_pct: 46.5
  muxShareOfSynthArea_pct: 0.858
  synth-compound-area-share_pct: 6.15
  logic_family: "simple AND/OR/NAND/NOR gates"
  numSynthFlops: 56
  synthTopCellsByArea: "dfxtp_1, edfxtp_1, xnor2_1"
  syn_inst: 265
global_route:
  antenna_found_initial: 0
  grt.total_usage_pct: 9.86
  grt_pass1_vias: 1569
  grt-ovfl-total: 0
  grt_pass1_wl_um: 6960
  grt_max_degree: 18
sta:
  timing.final.max_slew_violations: 0
  max_slew_margin_pct: 66.4
  skew_ns: 0.0109
  rsz0062_at_grt: "no"
  finalCritPeriodShare_pct: 89.5
  setup_violations: 0
  max_slew.worst_pin.slew_ns: 0.500
  finalSetupTns_ns: 0
  min_period_ns: 4.92
  hold_violations: 0
  fmax_mhz: 203
clock_network:
  ctsResizeCount: 0
  cts_setup_buffers: 0
  h-tree-depth: 2
  cts-root-buf: "clkbuf_8"
  clock-sinks: 56
  cts_made_buffers: 5
  cts_hold_buf: 0
  path_clk_slew_ns: 0.10
  cts_buffer_depth: 2
  cts_tree: "built"
  insertion_delay_ns: 0.30
floorplan:
  ios: 17
  fp_util_pct: 31.5
  rows: 33
  chipArea_mm2: 0.00912
  fp.dieH_um: 95.5
  fp.dieW_um: 95.5
  coreArea_mm2: 0.00834
placed_design:
  hpwlAfterDp_um: 3200
  post-place-cells: 381
  io_buffers: 16
  gp_congestion: 0.849
route:
  dr.pass1.iters: 6
  via_count: 1764
  drc_errors: 0
  post_drt_via_cell_ratio: 4.53
  ant_nets: 0
  routed_wl_um: 4170
  n_antenna_cell: 0
  wl_per_cell_um: 10.7
  drt_iter0_drc: 47
cells_and_area:
  fillCellCount: 852
  area_growth_pct: 13.2
  drive_above_1_share_pct: 5.63
  instances_no_fill: 389
critical_path:
  cp_max_fo: 8
  r2r_start: "buff[1]"
  critPathLaunchType: "register"
  worstPathArrival_ns: 4.90
  r2r_slack_ns: 0.58
  path_class: "reg -> reg"
  cp.required_ns: 5.48
  crit_path_end_kind: "register"
  crit_start: "buff[1]"
  reg2regPathDepth: 21
pwr:
  power_density_mw_per_mm2: 247
  clkPwrFrac_pct: 29.7
  internal-power_mw: 0.556
  p_seq_share_pct: 57.9
  pwr-share-comb_pct: 12.4
  p_sw_share_pct: 24.3
  p_switching_mw: 0.179
  ir_worst_vdd_mv: 0.120
  p_leak_nw: 1.05
flow_run:
  cap_violations: 0
  warning_count: 31
outcome:
  status: "complete, no violations"
-- per-layer routing --
metal | vias to the layer above | GRT usage (%) | wire length [um]
met1 | 796 | 14.5 | 2130
li1 | 948 | - | -
met3 | 7 | 2.03 | 116
met5 | - | 0 | 0
met4 | 0 | 1.49 | 75
met2 | 13 | 15.7 | 1850
-- registers in the layout, indices dropped and copies added (netlist names) --
signal	flops
keyCode	8
buff	8
row	4
nextState	2
ticks	32
state	2
-- cells by family after synthesis --
kind of cell | after synthesis
AND/OR/NAND/NOR | 101
flip-flops | 56
XOR/XNOR | 43
buffers and inverters | 27
AND-OR/OR-AND | 22
adder cells (fa/ha/maj) | 14
multiplexers | 2
-- worst paths after layout --
| path | end |
|---|---|
| min | state[1] |
| max | keyCode[7] |
| max reg2reg | keyCode[7] |
| min reg2reg | state[1] |
-- final cells by class --
class	instances	area [um^2]	share of cell area (%)
Tap cell	105	131	4.42
Inverter	22	82.6	2.78
Clock inverter	2	13.8	0.463
Multi-Input combinational cell	182	1290	43.4
Timing Repair Buffer	16	160	5.39
Clock buffer	6	72.6	2.44
Sequential cell	56	1220	41.1
-- layout by cell type, fill, tap and decap left out, types with 2 or more instances in the layout --
cell and instances:
or3_1 4, mux2_2 2, xor2_1 9, nand3_1 19
o21ai_0 3, a31oi_1 2, nor2_1 17, clkbuf_8 5
nor3_1 2, o22ai_1 3, o211ai_1 2, nand2_1 25
a21oi_1 2, xnor2_1 31, edfxtp_1 10, nor4b_1 2
dfxtp_1 46, and3_1 5, ha_1 14, nor4_1 7
nand4_1 10, inv_1 22, clkdlybuf4s50_1 16
-- synthesized netlist by cell type, types with 2 or more instances --
| master | instances |
|---|---|
| o211ai_1 | 2 |
| xor2_1 | 9 |
| a31oi_1 | 2 |
| clkbuf_1 | 2 |
| edfxtp_1 | 10 |
| mux2_2 | 2 |
| dfxtp_1 | 46 |
| or3_1 | 4 |
| o21ai_0 | 3 |
| xnor2_1 | 31 |
| nor3_1 | 2 |
| nor4_1 | 7 |
| nand2_1 | 25 |
| nand3_1 | 19 |
| nor4b_1 | 2 |
| inv_1 | 22 |
| nand4_1 | 10 |
| and3_1 | 5 |
| ha_1 | 14 |
| o22ai_1 | 3 |
| a21oi_1 | 2 |
| nor2_1 | 17 |
-- critical path, stage by stage (launching register included) --
cell,delay (ns)
dfxtp_1,0.34
inv_1,0.05
ha_1,0.35
xor2_1,0.21
ha_1,0.26
nand2_1,0.10
nand2_1,0.08
ha_1,0.33
mux2_2,0.28
ha_1,0.29
o22ai_1,0.07
a31oi_1,0.32
ha_1,0.33
mux2_2,0.27
ha_1,0.18
nand2_1,0.08
xnor2_1,0.16
xnor2_1,0.12
o211ai_1,0.11
o21ai_0,0.11
a21oi_1,0.15
o2111a_1,0.40
-- power by group through the flow --
| stage | Sequential (mW) | Clock (mW) | Combinational [mW] |
|---|---|---|---|
| global route | 0.426 | 0.245 | 0.103 |
| CTS | 0.426 | 0.228 | 0.0909 |
| finish | 0.426 | 0.218 | 0.0908 |
-- metrics by stage --
step	hold slack [ns]	power (mW)	worst slack, ns	instance area (um^2)	util (%)
after floorplan	0.352	0.503	0.975	2620	-
after global placement	0.388	0.524	0.682	2880	34.6
after detailed placement	0.389	0.526	0.580	2880	34.6
after CTS	0.417	0.745	0.556	2970	35.6
after global routing	0.426	0.775	0.192	2970	35.6
final	0.413	0.735	0.577	2970	35.6
Power and IR drop assume default switching activity.
