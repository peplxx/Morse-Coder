$ cat design/flow/config.mk
export PLATFORM = sky130hd
export DESIGN_NAME = keyboardDriverDEBUG
export DESIGN_NICKNAME = keyboardDriverDEBUG
export VERILOG_FILES = /design/flow/design.v
export SDC_FILE = /design/flow/constraint.sdc
export NUM_CORES = 4
export LEC_CHECK = 1
export CORE_UTILIZATION = 30
$ cat design/flow/design.v
module keyboardDriverDEBUG (
	input clk, 
	input [3:0] col,
	output reg [3:0] row, 
	output reg [7:0] keyCode,
	output reg [9:0] light  
);
reg [1:0]state=2'b00;
reg [1:0]nextState=2'b00;
integer i;
integer cnt=0;
integer DELAY = 10;
integer ticks = 0;
reg [7:0] buff = 8'b00000000;
always@(posedge clk) begin
	if (ticks == DELAY)begin
    state <= nextState;
	 ticks = 0;
	end
	else begin
		ticks = ticks + 1;
	end
end
always@(posedge clk) begin
	case (state)
		2'b00: row <= 4'b1110;
		2'b01: row <= 4'b1101;
		2'b10: row <= 4'b1011;
		2'b11: row <= 4'b0111;
		default: row <= 4'b1110;
	endcase
	 cnt = 0;
	 buff <= {~row[0],~row[1],~row[2],~row[3], ~col[0],~col[1],~col[2],~col[3]};
	 for (i = 0;i<8;i = i+1)begin
		if (buff[i])begin
			cnt = cnt+1;
		end
	 end
	 if (~col != 4'b0000 && cnt == 2)begin
		 light[0] = buff[0];
		 light[1] = buff[1];
		 light[2] = buff[2];
		 light[3] = buff[3];
		 light[4] = buff[4];
		 light[5] = buff[5];
		 light[6] = buff[6];
		 light[7] = buff[7];
		 keyCode <= {~row[0],~row[1],~row[2],~row[3], ~col[0],~col[1],~col[2],~col[3]};
	 end
end
always @(posedge clk) begin
        case (state)
            2'b00: nextState <= 2'b01;
            2'b01: nextState <= 2'b10;
            2'b10: nextState <= 2'b11;
            2'b11: nextState <= 2'b00;
            default: nextState <= 2'b00;
        endcase
end
endmodule
$ cat design/flow/constraint.sdc
current_design keyboardDriverDEBUG

set clk_period 4.4
set clk_io_pct 0.2

create_clock -name clk0 -period $clk_period [get_ports {clk}]

set non_clock_inputs [all_inputs -no_clocks]
set_input_delay [expr $clk_period * $clk_io_pct] -clock clk0 $non_clock_inputs
set_output_delay [expr $clk_period * $clk_io_pct] -clock clk0 [all_outputs]
$ cat design/flow/run.sh
#!/bin/bash
# OpenROAD 26Q1-2900-gdf79404cd8, Yosys 0.63+post, stock flow scripts
make -C /OpenROAD-flow-scripts/flow DESIGN_CONFIG=/design/flow/config.mk WORK_HOME=/design/flow/orfs finish
==> out/qor.tcl <==
set qor(run_status) {complete, no violations}
set qor(h_tree_level_count) 3
set qor(warnings) 33
set qor(fin_crit_ns) 4.33
set qor(wl_mm) 5.01
set qor(yosys-stat-area_mm2) 0.00293
set qor(lay_top_count) {dfxtp_1}
set qor(setup.worst_path.start_class) {flop}
set qor(slew_headroom_pct) 50.6
set qor(worst_hold_path_type) {flop to flop}
set qor(average_cell_area_after_synthesis_um2) 10.5
set qor(power-per-cell-area_mw_per_mm2) 326
set qor(ys.flop_type) {dfxtp_1}
set qor(post_synth_main_area_contributors) {dfxtp_1, edfxtp_1, xnor2_1, ha_1, xor2_1}
set qor(die_area_mm2) 0.0102
set qor(placed_cells) 445
set qor(grt_util_all_layers_pct) 11.1
set qor(setup-tns-final_ns) 0
set qor(drt-vias-per-instance) 4.38
set qor(fillerInstances) 900
set qor(chipWidth_um) 101
set qor(dp_hpwl_mm) 3.60
set qor(grt_first_pass_wirelength_mm) 8.71
set qor(finish.instance_area_mm2) 0.00377
set qor(globalplace.congestion) 0.777
set qor(netlist.area_leader.share_pct) 31.4
set qor(cts_buffer_depth) 2
set qor(clock_skew_ns) 0.00554
set qor(finalHoldViolations) 0
set qor(r2r_cells) 20
set qor(die-height_um) 101
set qor(synth_async_sr_flop_share_pct) 0
set qor(antenna_violations_before_repair) 0
set qor(syn-instance-count) 278
set qor(hold_path_startpoint) {row[1]}
set qor(final_layout_size_suffix_gt1_share_pct) 20.7
set qor(ff2ff_setup_slack_ns) 0.07
set qor(io_buffer_count) 24
set qor(ys_seq_share_pct) 49.9
set qor(worst_ep_arrival_time_ns) 4.38
set qor(end_kind) {flop}
set qor(report.final.slew_viol_count) 0
set qor(postPlaceCellArea_mm2) 0.00352
set qor(instances_no_fill) 463
set qor(critPathKind) {flop to flop}
set qor(synth_cell_type_count) 49
set qor(tightestPinTransition_ns) 0.735
set qor(finalClockPeriodUsage_pct) 98.5
set qor(fmaxAchievable_mhz) 231
set qor(io_pins) 27
set qor(fp_util_pct) 31.3
set qor(maxcap_viol_count) 0
set qor(overflow) 0
set qor(worst_ep_required_time_ns) 4.45
set qor(drt_iter0_drc) 47
set qor(r2r_start) {buff[0]}
set qor(area_growth_pct) 28.5
set qor(core_area_mm2) 0.00937
set qor(clock_sinks) 64
set qor(enable_flop_cells) 18
set qor(route.vias.total) 2029
set qor(tritoncts) {built}
set qor(setup_repair_after_global_routing_missed_its_margin) {yes}
set qor(cts-root-buf) {clkbuf_8}
set qor(worst_hold_path.endpoint) {buff[6]}
set qor(power_leakage_uw) 0.00137
set qor(cts_hold_buf) 0
set qor(drt-wirelength-per-cell_um) 10.8
set qor(yosysWarningCount) 3
set qor(row_count) 35
set qor(netlist.top_cell.by_area) {dfxtp_1}
set qor(layout_top_cells) {dfxtp_1, xnor2_1, clkdlybuf4s50_1}
set qor(worst-path-max-fanout) 5
set qor(r2r_end) {keyCode[4]}
set qor(grt_max_degree) 15
set qor(num_antenna_cells) 0
set qor(antenna_left) 0
set qor(cts.clk_slew.worst_paths_ns) 0.07
set qor(setup_viol_count_final) 0
set qor(ys_seq_elements) 64
set qor(first_global_vias) 1911
set qor(vdd_drop_max_uv) 187
set qor(holdPathStages) 1
set qor(drtPass1Iterations) 4
set qor(drc_errors) 0
set qor(yosys-stat-cells) 278
set qor(clkLatencyLatePin_ns) 0.34
set qor(numCtsBuffers) 9
set qor(synth.cell_area_mm2) 0.00293
synth_stat cells (3+ instances only):
cell type,count
a31oi_1,3
xor2_1,11
nor3_1,6
a311oi_1,3
and3_1,7
nor4_1,5
nand3_1,16
nand2_1,20
nand4_1,8
dfxtp_1,46
a21oi_1,3
buf_4,4
and2_1,3
o31ai_1,3
xnor2_1,28
nor2_1,19
edfxtp_1,18
inv_1,24
ha_1,14
nor4b_1,3
what timing repair did:
action | in CTS | in global routing
gates resized | 3 | 10
setup buffers | 0 | 2
pin swaps | 6 | 11
endpoints found under the setup margin | 16 | 16
critical path, cell delays in order (launching register included):
cell and delay [ns]:
dfxtp_2 0.33, inv_2 0.05, ha_4 0.25, xnor2_4 0.17, inv_2 0.07, ha_4 0.27, nand2_2 0.04, o31ai_2 0.05
ha_1 0.28, inv_2 0.07, a21boi_2 0.05, ha_1 0.32, a22oi_2 0.20, inv_2 0.08, ha_4 0.21, mux2_4 0.27
ha_4 0.17, nor2_2 0.08, or4b_4 0.48, a2111oi_4 0.39, buf_4 0.21
registers in the layout (all words and copies together) (netlist names):
name and count:
buff 8, nextState 2, light 8, ticks 32
state 2, keyCode 8, row 4
worst max-delay path by stage:
stage             to  depth (start not counted)     from  slack, ns
6_report  keyCode[4]                         20  buff[0]       0.07
5_1_grt   keyCode[4]                         20  buff[0]      -0.08
4_1_cts   keyCode[4]                         20  buff[0]      0.004
per-stage QoR:
stage                     total power [µW]  hold WS [ns]  setup WS, ns  util (%)
after floorplan                        718         0.352        -0.359         -
after global placement                 762         0.385       -0.0464      37.6
after detailed placement               764         0.387       -0.0698      37.6
after CTS                             1240         0.400       0.00445      39.7
after global routing                  1300         0.412       -0.0797      40.2
final                                 1230         0.397        0.0651      40.2
per-layer routing:
layer,global-route usage [%],wire [µm]
met3,3.53,170
met5,0,0
met2,17.8,2340
met1,15.5,2450
met4,1.11,48
kinds of logic after synthesis:
kind of cell | Yosys count | share of synthesized area, %
xor+xnor | 43 | 14.6
buf+inv | 32 | 4.91
compound gates | 25 | 6.44
flops | 64 | 49.9
simple gates | 98 | 17.7
fa+ha+maj | 14 | 5.98
other cells | 1 | 0.128
mux | 1 | 0.384
power breakdown:
part           switching, µW  total (µW)  internal, µW
registers               2.41         608           605
clock network            213         463           251
logic                   69.5         158          88.9
final cells by class:
class | count | area, µm² | share of cell area [%]
tap | 129 | 161 | 4.28
inverter | 24 | 90.1 | 2.39
timing repair buffer | 47 | 417 | 11.1
multi-input combinational | 183 | 1450 | 38.5
clock inverter | 3 | 13.8 | 0.365
clock buffer | 13 | 170 | 4.52
sequential | 64 | 1460 | 38.9
No activity file was given, so power comes from the tool's default toggle rates.
